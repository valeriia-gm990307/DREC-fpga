===== /design/flow/run.sh =====
#!/bin/bash
# OpenROAD 26Q1-2900-gdf79404cd8, Yosys 0.63+post, stock flow scripts
make -C /OpenROAD-flow-scripts/flow DESIGN_CONFIG=/design/flow/config.mk WORK_HOME=/design/flow/orfs finish

===== /design/flow/config.mk =====
export PLATFORM = sky130hd
export DESIGN_NAME = top
export DESIGN_NICKNAME = top
export VERILOG_FILES = /design/flow/design.v
export SDC_FILE = /design/flow/constraint.sdc
export NUM_CORES = 4
export LEC_CHECK = 1
export CORE_UTILIZATION = 50

===== /design/flow/constraint.sdc =====
current_design top

set clk_period 5.4
set clk_io_pct 0.2

create_clock -name clk0 -period $clk_period [get_ports {sclk}]

set non_clock_inputs [all_inputs -no_clocks]
set_input_delay [expr $clk_period * $clk_io_pct] -clock clk0 $non_clock_inputs
set_output_delay [expr $clk_period * $clk_io_pct] -clock clk0 [all_outputs]

===== /design/flow/design.v =====
 module master(
input sclk, reset,
output reg mosi
);
reg [255:0] counter;
reg [7:0] shift_regm;
reg [3:0] bit_counter;
reg [4:0] c;
reg clk_count; 
always @(posedge sclk)
begin
	if (!reset)
	begin
		clk_count <= 0;
		c <= 5'b00000;
	end
	else
	begin
		if (c == 5'b10000)
		begin
			c <= 0;
			clk_count <= !clk_count;
		end
		else
			c <= c + 1'b1;
	end
end
always @(posedge clk_count or negedge reset)
begin
	if (!reset)
	begin
		shift_regm <= 8'h0;
		counter <= 8'h1;
		bit_counter <= 0;
	end
	else
	begin
		if (bit_counter == 8)
		begin
			bit_counter <= 0;
			if (counter == 8'hFF)
				counter <= 8'h0;
			else
			begin
				counter <= counter + 1;
				shift_regm <= counter;
			end
		end
		else
		begin
			shift_regm <= {shift_regm[0], shift_regm[7:1]};
			bit_counter <= bit_counter + 1;
		end
	end
end
always @(posedge sclk)
begin
	mosi <= shift_regm[0];
end
endmodule
module slave(
input sclk,
input mosi,
output reg [7:0] data_indikators);
reg [7:0] shift_regs;
reg [3:0] bit_counter;
always @(posedge sclk)
begin
	shift_regs[0] <= mosi;
	if (bit_counter == 8)
	begin
		bit_counter <= 0;
		data_indikators <= shift_regs;
	end
	else
	begin
		shift_regs <= {shift_regs[0], shift_regs[7:1]};
		bit_counter <= bit_counter + 1;
	end
end
endmodule
module to_indikators(
input [7:0] data_indikators,
input sclk, reset,
output reg [3:0] indikators,
output reg [6:0] segments);
reg [17:0] cnt;
reg [1:0] c;  
always @(posedge sclk)
begin
	if (!reset)
	begin
		cnt <= 0;
		c <= 2'b00;
	end
	else
	begin
		if (cnt == 18'b110000110101000000)
		begin
			cnt <= 0;
			if (c == 2'b11)
			begin
				c <= 2'b00;
			end
			else
				c <= c + 1'b1;
		end
		else
			cnt <= cnt + 1;
	end
end
always @(posedge sclk)
begin
	if (c == 2'b00) 
	begin
		indikators <= 4'b0111;
		case (data_indikators[7:4])
		4'h0: segments <= 7'b1111110; 
		4'h1: segments <= 7'b0110000; 
		4'h2: segments <= 7'b1101101; 
		4'h3: segments <= 7'b1111001; 
		4'h4: segments <= 7'b0110011; 
		4'h5: segments <= 7'b1011011; 
		4'h6: segments <= 7'b1011111; 
		4'h7: segments <= 7'b1110000; 
		4'h8: segments <= 7'b1111111; 
		4'h9: segments <= 7'b1111011; 
		4'hA: segments <= 7'b1110111; 
		4'hB: segments <= 7'b0011111; 
		4'hC: segments <= 7'b1001110; 
		4'hD: segments <= 7'b0111101; 
		4'hE: segments <= 7'b1001111; 
		4'hF: segments <= 7'b1000111; 
		default: segments <= 7'b1111110; 
		endcase 
	end 
	if (c == 2'b01)  
	begin
		indikators <= 4'b1011;
		case (data_indikators[3:0])
		4'h0: segments <= 7'b1111110; 
		4'h1: segments <= 7'b0110000; 
		4'h2: segments <= 7'b1101101; 
		4'h3: segments <= 7'b1111001; 
		4'h4: segments <= 7'b0110011; 
		4'h5: segments <= 7'b1011011; 
		4'h6: segments <= 7'b1011111; 
		4'h7: segments <= 7'b1110000; 
		4'h8: segments <= 7'b1111111; 
		4'h9: segments <= 7'b1111011; 
		4'hA: segments <= 7'b1110111; 
		4'hB: segments <= 7'b0011111; 
		4'hC: segments <= 7'b1001110; 
		4'hD: segments <= 7'b0111101; 
		4'hE: segments <= 7'b1001111; 
		4'hF: segments <= 7'b1000111; 
		default: segments <= 7'b1111110; 
		endcase 
	end
	if (c == 2'b10)
	begin
		indikators <= 4'b1101;
		segments <= 7'b1111110; 
	end
	if (c == 2'b11)
	begin
		indikators <= 4'b1110;
		segments <= 7'b1111110; 
	end
end
endmodule
module top(
input sclk, reset,
output [3:0] indikators,
output [6:0] segments);
wire mosi;
wire [7:0] data_indikators;
master m1(.reset(reset), .sclk(sclk), .mosi(mosi));
slave s1(.sclk(sclk), .mosi(mosi), .data_indikators(data_indikators));
to_indikators ind(.sclk(sclk), .data_indikators(data_indikators), .indikators(indikators), .segments(segments));
endmodule

==> run summary <==
yosys + openroad results -> result of the run finished clean, average footprint of a synthesized cell 8.87 um^2, Total Die Area 36400 um^2, Final setup viols 0, vias in the first global route 16131, CTS buffer count 5, maximum number of pins on one net before global-route repair 189, crit path cell chain inv_1, ha_1, nand3b_1, mux2i_1, inv_1, ha_1, nand2_1, o21ai_0, a21oi_1, inv_1, count of unique library cells instantiated by Yosys 62, global-route wire length before repair 108000 um, Post-DRT Antenna Nets 0, Max Cap Viol 0, register clock-pin slew on the reported worst setup and hold paths 0.06 ns, overall track demand over capacity in global routing 43.0%, cell area power density 37.5 nW/um^2, synth-to-layout area growth 5.83%, total DRC errors in the routed layout 0, Leakage 7.02 nW, Clock Skews 0.00487 ns, critical path's largest stage delay 0.64 ns, Critical Path Most Common Cell sky130_fd_sc_hd__inv_1, transition at the pin with the smallest max-transition slack 1.18 ns, tool warnings 37, count of instances resized after the clock tree is built 0, post-CTS setup buffers 0, highest clock rate 0.337 GHz, htree depth 2, Routed WL per cell 30.1 um, CP endpoint kind register, Primary FF master, synth sky130_fd_sc_hd__dfrtp_1, required arrival time at the worst endpoint 5.56 ns, post-synthesis sequential area ratio 42.4%, IO buf count 8, Arr. time, crit path 3.13 ns, 1st-pass router iterations 6, Slew headroom 20.6%, Final Critical Period 2.97 ns, launching element type of the critical path register, post-cts hold-fix buffer tally 0, slowest CP cell sky130_fd_sc_hd__mux2i_1, proportion of register bits with asynchronous set or reset after synthesis 87.9%, clock tree buffer depth 2, number of standard cells reported by yosys 2009, clock root buffer sky130_fd_sc_hd__clkbuf_16, post-route fraction of the period consumed by the critical path 54.9%, routability-driven placement congestion ratio 1.10, unrepaired setup endpoints after global routing no, cell row count 68, post-layout instance count excluding filler cells 2465, classification of the worst-slack hold path register to register, chip area estimate from yosys synthesis 17800 um^2, Post-synth EDFFs 11, fraction of final layout cells with drive strength greater than 1 5.97%, #FFs+latches synth 305, total global routing overflow 0, die extent in x 191 um, Via density 6.98, core region area 34800 um^2, Worst-Skew Late Latency 0.27 ns, initial antenna violation count 1, CTS tree done, top fanout value on the critical path 16, violation count after the first detailed-routing iteration 1815, via count of the routed design 17199, IO Pins 13, cell count after placement 2456, final-report hold violation count 0, highest ir drop seen on vdd 0.257 mV, instance tally after logic synthesis 2009, utilization after layout 54.2%, Yosys warnings 4, endpoints left unconstrained 269, Setup Crit Path Kind register to register, Starting Density 51.2%, Die Height 191 um, final sum of negative setup slack 0 ns, post-detailed-placement half-perimeter wirelength 58800 um, area of the mapped netlist 17800 um^2, number of register pins that no clock reaches 268, WL final 74300 um, Final Max Slew Viols 0
==> flip-flops by register name, indices dropped and copies added (netlist names), named ones only <==
name                flops
m1.counter            256
m1.shift_regm           8
m1.c                    5
s1.bit_counter          4
m1.bit_counter          4
s1.data_indikators      4
m1.mosi                 1
ind.segments            7
s1.shift_regs           8
m1.clk_count            1
==> synth_stat cells (23+ instances only) <==
cell,n,area (um^2)
sky130_fd_sc_hd__xor2_1,83,727
sky130_fd_sc_hd__dfrtp_1,267,6680
sky130_fd_sc_hd__o21ai_0,23,115
sky130_fd_sc_hd__and2_1,28,175
sky130_fd_sc_hd__nor2_1,136,510
sky130_fd_sc_hd__clkbuf_1,64,240
sky130_fd_sc_hd__nor3_1,102,510
sky130_fd_sc_hd__nand4_1,217,1360
sky130_fd_sc_hd__xnor2_1,169,1480
sky130_fd_sc_hd__dfxtp_1,26,521
sky130_fd_sc_hd__nand3_1,204,1020
sky130_fd_sc_hd__and4_1,32,280
sky130_fd_sc_hd__and3_1,50,313
sky130_fd_sc_hd__inv_1,43,161
sky130_fd_sc_hd__nand2_1,187,702
sky130_fd_sc_hd__nor4_1,200,1250
==> cells in the final DEF (no fill, tap or decap), types with 32 or more instances in the layout <==
| cell type | n |
|---|---|
| sky130_fd_sc_hd__buf_4 | 62 |
| sky130_fd_sc_hd__xor2_1 | 83 |
| sky130_fd_sc_hd__and4_1 | 32 |
| sky130_fd_sc_hd__nand3_1 | 204 |
| sky130_fd_sc_hd__nor3_1 | 102 |
| sky130_fd_sc_hd__nand4_1 | 217 |
| sky130_fd_sc_hd__inv_1 | 43 |
| sky130_fd_sc_hd__nor2_1 | 136 |
| sky130_fd_sc_hd__nor4_1 | 195 |
| sky130_fd_sc_hd__and3_1 | 50 |
| sky130_fd_sc_hd__xnor2_1 | 169 |
| sky130_fd_sc_hd__dfrtp_1 | 267 |
| sky130_fd_sc_hd__nand2_1 | 187 |
==> layout make-up <==
| cell class | instances | area [um^2] |
|---|---|---|
| antenna | 1 | 2.50 |
| tap | 455 | 569 |
| inverter | 43 | 161 |
| clock buffer | 5 | 125 |
| fill | 3223 | 15900 |
| multi-input combinational | 1582 | 9800 |
| sequential | 305 | 7560 |
| timing repair buffer | 71 | 571 |
| clock inverter | 3 | 68.8 |
==> critical path, delay by kind of cell (launching register included) <==
family                   cells  cell delay, ns
AND/OR/NAND/NOR              2            0.61
flip-flops                   1            0.37
multiplexers                 1            0.64
adder cells (fa/ha/maj)      2            0.58
buffers and inverters        3            0.34
AND-OR/OR-AND                2            0.31
==> path summary, 6_finish.rpt <==
path	cells after the start	end	start	slack (ns)
max	10	register	s1.bit_counter[0]	2.43
min	0	ind.segments[0]	register	0.32
max reg2reg	10	register	s1.bit_counter[0]	2.43
min reg2reg	0	ind.segments[0]	register	0.32
==> where the power goes <==
part / leakage (nW) / internal (mW) / switching, mW / total [mW]
clock network: 0.0944 / 0.266 / 0.107 / 0.373
registers: 4.03 / 0.284 / 0.00177 / 0.286
logic: 2.90 / 0.00533 / 0.0436 / 0.0489
==> kinds of logic (layout without fill, tap and decap cells) <==
group                      count (synthesis)  after routing  share of synthesized area, %
and+or+nand+nor                         1251           1251                          39.2
DFF                                      305            305                          42.4
xor gates and xnor gates                 252            252                          12.4
buffers and inverters                    124            122                          2.81
AOI/OAI and AO/OA                         54             54                          1.76
adders and majority gates                 14             14                         0.983
muxes                                      7              7                         0.407
other                                      2              5                        0.0421
==> through the flow <==
step	instance area, um^2	power, mW	hold WS, ns	setup slack [ns]
after floorplan	17800	0.298	0.310	1.30
after global placement	18700	0.342	0.313	2.73
after detailed placement	18700	0.343	0.313	2.51
after CTS	18900	0.718	0.322	2.48
after global routing	18900	0.734	0.325	2.21
final	18900	0.708	0.323	2.43
==> metal layers <==
layer	wire length, um	vias to the layer above	track usage [%]
li1	-	7489	-
met1	29200	8321	62.8
met2	31200	1124	59.9
met3	8910	265	12.6
met4	5040	0	21.7
met5	0	-	0
No activity file was given, so power comes from the tool's default toggle rates.
